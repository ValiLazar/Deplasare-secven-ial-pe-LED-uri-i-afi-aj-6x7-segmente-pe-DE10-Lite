==> flow/design.v <==
module hex_controller (
    input clk_i,
    input reset_ni,
    input enable,   
    output reg [2:0] col_i,      
    output reg direction          
);
    always @(posedge clk_i or negedge reset_ni) begin
        if (!reset_ni) begin
            col_i <= 0;
            direction <= 0; 
        end else if (enable) begin
            if (!direction) begin
                if (col_i == 5)
                    direction <= 1; 
                else
                    col_i <= col_i + 1; 
            end else begin
                if (col_i == 0)
                    direction <= 0; 
                else
                    col_i <= col_i - 1; 
            end
        end
    end
endmodule
==> flow/run.sh <==
#!/bin/bash
# OpenROAD 26Q1-2900-gdf79404cd8, Yosys 0.63+post, stock flow scripts
make -C /OpenROAD-flow-scripts/flow DESIGN_CONFIG=/design/flow/config.mk WORK_HOME=/design/flow/orfs finish
==> flow/config.mk <==
export PLATFORM = sky130hd
export DESIGN_NAME = hex_controller
export DESIGN_NICKNAME = hex_controller
export VERILOG_FILES = /design/flow/design.v
export SDC_FILE = /design/flow/constraint.sdc
export NUM_CORES = 4
export LEC_CHECK = 1
export CORE_AREA = 10 10 70 70
export DIE_AREA = 0 0 80 80
==> flow/constraint.sdc <==
current_design hex_controller

set clk_period 1.8
set clk_io_pct 0.2

create_clock -name clk0 -period $clk_period [get_ports {clk_i}]

set non_clock_inputs [all_inputs -no_clocks]
set_input_delay [expr $clk_period * $clk_io_pct] -clock clk0 $non_clock_inputs
set_output_delay [expr $clk_period * $clk_io_pct] -clock clk0 [all_outputs]
==> ci_impl_report.md <==
### Flow metrics

| Metric | Value |
|---|---|
| Worst Tran Pin Value | `about 0.31 ns` |
| Cells in synth_stat.txt | `30` |
| Initial antenna violation count | `0` |
| Switching Fraction | `0.376` |
| ANT cells | `0` |
| Setup crit end kind | `flop` |
| Vias in the first global route | `234` |
| Status | `completed` |
| GRT Total Usage | `0.0204` |
| CTS Sinks | `4` |
| Crit path DRT | `roughly 1.9 ns` |
| Critical path's slowest cell | `fa_1` |
| Mapped Avg Cell Area | `just under 10 um^2` |
| Fin area | `437 um^2` |
| Die X | `~80 um` |
| Final WS setup | `around 0.15 ns` |
| Area leader share | `0.345` |
| CTS resizes | `0` |
| Mux area share | `0` |
| NetSw | `239 uW` |
| Largest net degree at the start of global routing | `13` |
| Fin. Hold Viols | `0` |
| Crit path DAT | `roughly 1.8 ns` |
| Synth flops | `4` |
| Core Util at FP | `0.0850` |
| Max cap viols | `0` |
| Post-DP HPWL | `~550 um` |
| Core area | `approximately 0.0034 mm^2` |
| Cell area after placement | `~410 um^2` |
| CTS root buffer | `clkbuf_4` |
| Initial DRT Pass Iterations | `3` |
| Number of H-tree branching levels | `1` |
| Final Skew | `0.00292 ns` |
| DRT antenna net count | `0` |
| Power Dens Cells | `1460 mW/mm^2` |
| Netlist cell types | `22` |
| Synth Area in Simple Gates | `0.203` |
| Avg WL per Cell | `7.99 um` |
| RSZ-0062 raised after global routing | `no` |
| Startpoint Class | `flop` |
| GR Overflow Total | `0` |
| CP Cell Sequence | `inv_1 -> fa_1 -> or3b_1 -> a21oi_2 -> a2111oi_2` |
| Logic family by area | `AND-OR/OR-AND gates` |
| CTS tree | `built` |
| CP top delay family | `adder cells` |
| Gate power share | `0.539` |
| Chip Area, Yosys | `slightly below 300 um^2` |
| Max stage delay on crit path | `~0.47 ns` |
| # IOs | `7` |
| Leak pwr | `between 0.00015 and 0.0002 uW` |
| Pint | `398 uW` |
| Log Warnings | `25` |
| Die H | `around 80 um` |
| Worst path buffer plus inverter count | `1` |
| Area delta synth->final | `50.4%` |
| Final slew viol count | `0` |
| Post-Synth Adder-Cell Area | `0.0690` |
| Clk ins delay skew pair | `roughly 0.23 ns` |
| Row count | `21` |
| Max IR drop VDD | `about 0.00043 V` |
| Worst slack, placed | `roughly 0.13 ns` |
| R2R setup slack | `around 0.15 ns` |
| Setup violators final | `0` |
| Synth Seq Share | `0.345` |
| Routed wire length | `687 um` |
| Chip area | `~0.0064 mm^2` |
| Clock share of power | `0.168` |
| DR iter-0 viols | `3` |
| First-pass GRT wire length | `about 1100 um` |
| HP Class | `primary input to async pin` |
| Gate count of the mapped netlist | `30` |
| Total CTS buffers | `3` |
| Peak Freq | `0.606 GHz` |
| Layout cell share with drive strength beyond 1 | `0.200` |
| CP Class | `flop to flop` |
| Minimum clock period | `~1.6 ns` |
| Synth Cell Area | `290 um^2` |
| XOR Share, Synth | `0` |
| Synth warnings | `1` |
| Clock transition at the registers of the reported paths | `around 0.040 ns` |
| Post-CTS Hold Buffers | `0` |
| Sequential share of power | `0.293` |
| Buffers on Ports | `6` |
| DRC | `0` |
| Crit Path Max Fanout | `6` |
| Complex Gates by Area | `0.276` |
| Vias per cell | `a little under 3` |
| Final setup TNS | `0 ns` |
| Final period util | `0.917` |
| Ranking of synthesized cells by area | `dfrtp_1, fa_1, a2111oi_2` |
| Clock Tree Buf Depth | `2` |
| Post-CTS Setup Repair Bufs | `0` |
| Vias | `between 200 and 250` |
| Cell type with the largest total area | `dfrtp_1` |
| Fill cells | `just over 400` |
| Relative slew margins | `0.796` |
| GPL Wtd Cong | `0.677` |
## logic make-up (layout without fill, tap and decap cells)
| group | after synthesis | after routing |
|---|---|---|
| DFF | 4 | 4 |
| AOI/OAI and AO/OA | 11 | 11 |
| adders and majority gates | 1 | 1 |
| and+or+nand+nor | 8 | 8 |
| buffers and inverters | 6 | 16 |
## sequential cells by signal (all words and copies together), names as in the netlist
register	cells
direction	1
col_i	3
## worst register-to-register path: stages, from the launching register on
cell and delay, ns:
dfrtp_1 0.41, inv_1 0.12, fa_1 0.47, or3b_1 0.21, a21oi_2 0.06, a2111oi_2 0.27
## layout by cell type, fill, tap and decap left out, types with 2 or more instances in the layout
cell             count
a21oi_1              2
buf_4                3
clkbuf_4             3
clkdlybuf4s50_1      6
dfrtp_1              4
inv_1                4
o21ai_0              2
## path summary, 6_finish.rpt
check	start	endpoint	depth (start not counted)
max	col_i[1]	col_i[2]	5
min	reset_ni	direction	1
max reg2reg	col_i[1]	col_i[2]	5
min reg2reg	direction	direction	2
max in group asynchronous	reset_ni	col_i[2]	1
min in group clk0	direction	direction	2
## routing by layer
layer,vias to the layer above,share of wire,GRT usage
li1,132,-,-
met1,111,0.47,0.0240
met2,3,0.48,0.0329
met3,2,0.029,0.00682
met4,0,0.017,0.00880
met5,-,0,0
## area by class of cell
cell class / instances / area (um^2) / share of cell area
multi-input cells: 20 / 159 / 0.364
clock buffers: 3 / 22.5 / 0.0516
inverters: 4 / 15.0 / 0.0344
flip-flops and latches: 4 / 100 / 0.229
repair buffers: 9 / 82.6 / 0.189
well taps: 46 / 57.6 / 0.132
## cell usage after synthesis
cell type  n
buf_2      1
nor3b_1    1
nand4b_1   1
a31oi_1    1
nand3_1    1
a311oi_1   1
o21ai_0    2
fa_1       1
o211ai_1   1
dfrtp_1    4
inv_1      4
or3b_1     1
a2111oi_2  1
o22ai_1    1
a21oi_1    2
nand4bb_1  1
buf_6      1
nand3b_1   1
nor2_1     1
nand2b_1   1
a21oi_2    1
a22oi_1    1
## power groups by stage
stage	clock, uW	sequential (uW)	combinational (uW)
finish	107	187	343
global route	129	194	382
CTS	115	187	351
## metrics by stage
stage,cells,hold WS (ns),total power (uW),util
6_report,86,0.330,637,0.128
5_1_grt,86,0.318,705,0.128
4_1_cts,86,0.324,654,0.128
3_5_place_dp,83,0.576,538,0.121
3_3_place_gp,83,0.572,533,0.121
2_1_floorplan,30,0.0644,399,-
Power figures rest on the tool's default switching activity, not on a simulated workload.
