[flow/config.mk]
export PLATFORM = sky130hd
export DESIGN_NAME = counter
export DESIGN_NICKNAME = counter
export VERILOG_FILES = /design/flow/design.v
export SDC_FILE = /design/flow/constraint.sdc
export NUM_CORES = 4
export LEC_CHECK = 1
export CORE_AREA = 10 10 103 103
export DIE_AREA = 0 0 113 113
[flow/constraint.sdc]
current_design counter

set clk_period 5.1
set clk_io_pct 0.2

create_clock -name clk0 -period $clk_period [get_ports {clk_i}]

set non_clock_inputs [all_inputs -no_clocks]
set_input_delay [expr $clk_period * $clk_io_pct] -clock clk0 $non_clock_inputs
set_output_delay [expr $clk_period * $clk_io_pct] -clock clk0 [all_outputs]
[flow/design.v]
module counter #(
    parameter WIDTH = 32,
    parameter COUNT_TO = 25000000
)(
    input clk_i,
    input reset_ni,
    input enable,
    output reg [WIDTH-1:0] count,
    output reg overflow_o
);
always @(posedge clk_i or negedge reset_ni) begin
    if (!reset_ni) begin
        count <= 0;
        overflow_o <= 0;
    end else if (enable) begin   
        if (count == COUNT_TO) begin
            count <= 0;
            overflow_o <= 1;
        end else begin
            count <= count + 1;
            overflow_o <= 0;
        end
    end else begin
        count <= 0;
        overflow_o <= 0;
    end
end
endmodule
[flow/run.sh]
#!/bin/bash
# OpenROAD 26Q1-2900-gdf79404cd8, Yosys 0.63+post, stock flow scripts
make -C /OpenROAD-flow-scripts/flow DESIGN_CONFIG=/design/flow/config.mk WORK_HOME=/design/flow/orfs finish
==> summary.txt <==
Main metrics from the flow reports.

The run finished with clean final reports. The sequential fraction of design power is about 55%. The number of antenna violations at the first check in global routing came out at 0. After clock tree synthesis, the clock-pin slew on the worst setup and hold paths is about 0.070 ns. The length of the first detailed-routing pass in iterations came out at 4. The worst endpoint required time came out at roughly 5.3 ns. The number of standard cells in the final layout excluding fillers came out at ~330. STA reports the tightest min-delay check as being of type flip-flop to flip-flop. The clock tree has to reach 33 sinks. The synthesized netlist devotes between 10 and 15% of its cell area to compound gates. The via count of the first global-routing pass came to ~1400.

The clock skew after layout is 0.00583 ns. The peak clock frequency supported by timing is approximately 420 MHz. Ranking logic cells in the layout by count gives the top entries clkdlybuf4s50_1, dfrtp_1, nor2_1. The post-synthesis sequential area ratio came out at ~48%. The fraction of met2 tracks used by global routing is 9.68%.

The ratio of final minimum period to clock period came out at between 40% and 50%. The internal portion of total power came out at around 0.38 mW. The worst relative slew slack came out at around 63%. The detailed placer reported the number of placed instances as 319.

The tally of buffers added on design ports is 35. The die extent in x is approximately 110 µm. Counting the fill cells in the layout gives roughly 860. The mux contribution to synthesized area is 0%. The type of the setup path with the least slack is flip-flop to flip-flop. The floorplan step set the die height to 113 µm.

The number of warnings in the stage logs came out at 26. The final wirelength is 4620 µm. Post-CTS timing repair inserted 0 buffers for setup.

The final-layout setup total negative slack came out at 0 ns. The congestion estimate from routability-driven global placement came to about 0.82. The switching share of total power is between 20% and 30%. The maximum root-to-sink buffer count is 2. Per the post-route antenna check, the number of violating nets is 0. The most frequent logic cell in the layout is clkdlybuf4s50_1. The arrival time of data at the worst endpoint is listed as ~2.6 ns. The transition time of the tightest slew-check pin is 0.551 ns. The detailed-route DRC error count came out at 0.

The area fraction in full adders, half adders and majority gates came out at 1.44%. The synthesis area per yosys came out at ~1700 µm². The wire length per cell after detailed routing is 14.2 µm. Counting distinct cell types in the post-synthesis netlist gives 30. Summing the areas of all and, or, nand and nor instances in the mapped netlist gives approximately 28% of the synthesized area. The worst hold margin is 0.579 ns. In this run the most used layer during global routing was met1. The leakage power summed over all cells came out at ~0.82 nW. The detailed router finished its first iteration with between 80 and 90 violations. The design area came out at between 2000 and 2500 µm².

The placement stage leaves a total instance area of 2190 µm². The final hold violation count came out at 0. The fraction of synthesized cell area in xor and xnor cells came out at 7.06%. The global router's overall resource usage is around 7%. The switching power total came out at about 0.11 mW. The type of destination of the critical path is a flip-flop.

The power share of the clock group is 40.5%. Per the skew report, the later register of the worst-skew pair sees a clock latency of roughly 0.28 ns. The global routing report lists met1 layer usage as 10.2%. The via density per instance is 4.60. The TritonCTS clock tree is yes. The cell row count is 33. The tree is rooted in a clkbuf_8. The pre-placement core utilization is between 20% and 30%. The number of hold buffers added after cts is 0. In this run, CTS created clock tree buffers numbering 5.

The HPWL reported at the end of detailed placement is between 3000 and 4000 µm. The final period demand of the worst path came out at ~2.4 ns. In this run the power density over the cells is 215 nW/µm². The total of flip-flops plus latches after synthesis is 33. For this run, the number of Yosys warnings is 1.

The wire length of the first global-routing pass is 7610 µm. The final route contains 1499 vias. The largest voltage drop on the vdd net is 0.120 mV. The fraction of final layout cells with drive strength greater than 1 came out at 5.43%.

Setup repair after global routing left no endpoint under its margin. The chip area is roughly 13000 µm². The layout overhead on the synthesized area came out at 31.1%. The number of instances in the synthesized netlist came out at about 190. The fraction of met3 tracks used by global routing came out at between 3 and 4%. The I/O pin total is 36. The maximum number of pins on one net before global-route repair is 34. The combinational cell fraction of total power came out at 4.9%. The post-synthesis area per instance came out at approximately 9.3 µm².

By area, the combinational part of the netlist is dominated by simple AND/OR/NAND/NOR gates. The highest fanout seen on the critical path is 16. The number of pins with negative max-slew slack in the final report came out at 0. The clock tree synthesis step divided the H-tree into 2 levels. The placeable core region came out at ~8300 µm². Max-cap violations in this run came to 0. The worst setup path is launched from a flip-flop.

The number of cells upsized or downsized after cts is 0. The netlist area before placement came out at roughly 1700 µm². The global-route congestion overflow total is 0. The number of antenna diodes came out at 0. The final setup violation count came out at 0. The yosys stat cell total is about 190.
-- layer usage --
metal	up-vias	routed length (µm)	part of all wire (%)
met3	2	414	9.0
met5	-	0	0
met2	38	1890	41
met4	0	24	0.52
met1	707	2300	50
li1	752	-	-
-- final timing paths --
| check | startpoint | end | slack [ns] | cells past startpoint |
|---|---|---|---|---|
| worst max-delay path | count[1]$_DFF_PN0_ | count[26]$_DFF_PN0_ | 2.73 | 5 |
| worst min-delay path | count[31]$_DFF_PN0_ | count[31]$_DFF_PN0_ | 0.58 | 2 |
| worst max register to register | count[1]$_DFF_PN0_ | count[26]$_DFF_PN0_ | 2.73 | 5 |
| worst min register to register | count[31]$_DFF_PN0_ | count[31]$_DFF_PN0_ | 0.58 | 2 |
| max in group asynchronous | reset_ni | count[16]$_DFF_PN0_ | 3.64 | 2 |
| min in group asynchronous | reset_ni | count[25]$_DFF_PN0_ | 1.16 | 2 |
-- sequential cells by signal, summed over array words and instances (netlist names) --
signal / cells
overflow_o: 1
count: 32
-- Yosys cell counts --
master,n,share of area (%)
buf_2,1,0.29
inv_1,8,1.7
o41ai_2,1,0.94
buf_6,2,1.3
nor3_1,5,1.4
xor2_1,3,1.5
o21ai_0,7,2.0
clkbuf_1,7,1.5
and4_1,1,0.50
o41ai_1,1,0.50
or2_2,1,0.36
nand4_1,8,2.9
nor4b_1,1,0.50
and3_2,1,0.43
nand3_1,10,2.9
xnor2_1,11,5.5
nor4_1,5,1.8
a21oi_1,16,4.6
and3_1,1,0.36
o31ai_1,8,3.5
and2_1,2,0.72
or4_1,10,4.3
or3_1,8,2.9
or4b_1,1,0.58
nor2_1,21,4.5
ha_1,2,1.4
nand4_2,1,0.72
nor4bb_1,1,0.58
dfrtp_1,33,48
nand2_1,10,2.2
-- power groups by stage --
stage                 clock network, mW  logic (mW)  registers [mW]
after CTS                         0.204      0.0247           0.267
after global routing              0.216      0.0274           0.268
final                             0.198      0.0239           0.268
-- metrics by stage --
stage               worst slack, ns  utilization [%]  power, mW
floorplan                      3.08                -      0.281
global placement               2.82             26.4      0.297
detailed placement             2.75             26.4      0.297
CTS                            2.72             27.5      0.497
global route                   2.55             27.5      0.511
finish                         2.73             27.5      0.490
-- cells by family after synthesis --
kind of cell               Yosys count
and+or+nand+nor                     87
AOI/OAI and AO/OA                   33
DFF                                 33
buffers and inverters               18
xor gates and xnor gates            14
adders and majority gates            2
-- worst max-delay path: stages (launching register included) --
cell and delay [ns]:
dfrtp_1 0.47, ha_1 0.27, nand3_1 0.19, or4_1 0.68, or4_1 0.54, a21oi_1 0.15
-- layout make-up --
class | count | area [µm²] | share of cell area [%]
clock buffer | 7 | 86.3 | 3.79
multi-input combinational | 136 | 840 | 36.8
sequential | 33 | 826 | 36.2
timing repair buffer | 37 | 365 | 16.0
tap | 105 | 131 | 5.77
inverter | 8 | 30.0 | 1.32
Power figures rest on the tool's default switching activity, not on a simulated workload.
