<file path="flow/config.mk">
export PLATFORM = sky130hd
export DESIGN_NAME = led_mergator
export DESIGN_NICKNAME = led_mergator
export VERILOG_FILES = /design/flow/design.v
export SDC_FILE = /design/flow/constraint.sdc
export NUM_CORES = 4
export LEC_CHECK = 1
export CORE_AREA = 10 10 70 70
export DIE_AREA = 0 0 80 80
</file>
<file path="flow/constraint.sdc">
current_design led_mergator

set clk_period 2.4
set clk_io_pct 0.2

create_clock -name clk0 -period $clk_period [get_ports {clk_i}]

set non_clock_inputs [all_inputs -no_clocks]
set_input_delay [expr $clk_period * $clk_io_pct] -clock clk0 $non_clock_inputs
set_output_delay [expr $clk_period * $clk_io_pct] -clock clk0 [all_outputs]
</file>
<file path="flow/design.v">
module led_mergator #(
    parameter LED_COUNT = 10
)(
    input clk_i,
    input reset_ni,
    input enable,
    output reg [LED_COUNT-1:0] ledr   
);
reg directionLED;   
reg [LED_COUNT-1:0] next_ledr;  
always @(posedge clk_i or negedge reset_ni) begin
    if (!reset_ni) begin    
        directionLED <= 1;   
        ledr <= 0;
        next_ledr <= 0;
    end else if (enable) begin    
        if (directionLED) begin     
            if (ledr == 0)      
                next_ledr = 1;    
            else if (ledr[LED_COUNT-1])   
                directionLED <= 0;
            else
                next_ledr = ledr << 1;    
        end else begin
            if (ledr == 0)     
                next_ledr = 1 << (LED_COUNT-1);
            else if (ledr[0])
                directionLED <= 1;
            else
                next_ledr = ledr >> 1;
        end
        ledr <= next_ledr;  
    end
end
endmodule
</file>
<file path="flow/run.sh">
#!/bin/bash
# OpenROAD 26Q1-2900-gdf79404cd8, Yosys 0.63+post, stock flow scripts
make -C /OpenROAD-flow-scripts/flow DESIGN_CONFIG=/design/flow/config.mk WORK_HOME=/design/flow/orfs finish
</file>
==> notes.md <==
fresh numbers from the pnr run: outcome finished clean, Final Setup Violations 0, worst hold endpoint directionLED$_DFFE_PN1P_, largest net degree at the start of global routing 17, Initial DRC Count 26, logic area 273 µm², post-CTS resize count 0, I/O pins 13, FF-to-FF End next_ledr[8]$_DFFE_PN0P_, Final ANT Viol Nets 0, Max-Cap Viols 0, maximum fanout along the worst path 6, Tcrit/Tclk final 72.4%, number of port buffers 12, Unique cell types 17, post-CTS setup repair buffer count 0, Top Layout Cells clkdlybuf4s50_1 (12), a31oi_1 (10), a21oi_1 (10), dfrtp_1 (10), mux2i_1 (7), Tightest Pin Transition 0.485 ns, Post-CTS Hold Buffers 0, routed wire length 1380 µm, initial antenna violation count 0, Max Root-Sink Buffers 2, GPL Wtd Cong 0.776, core area 3420 µm², P&R area growth vs syn 27.3%, post-synth design cell area 592 µm², first-pass GRT wire length 2370 µm, # Cells Yosys 56, endpoints failing hold 0, Antenna Cells 0, clock share of power 14.3%, worst path arrival time 1.26 ns, Max-slew headroom 67.5%, H-tree lvl count 1, CTS tree built, switch share 37.4%, DP HPWL 999 µm, CP max stage delay 0.52 ns, Commonest Layout Cell clkdlybuf4s50_1, TritonCTS buffer count 3, max-slew violations 0, # fillers 382, layout cells sized above 1 8.96%, Late-Pin Clk Latency 0.26 ns, storage element area 277 µm², Mapped Avg Cell Area 10.6 µm², Setup TNS Final 0 ns, die width 80 µm, VDD IR max 0.296 mV, worst min-delay path category flop to flop, Seq share, synth 46.7%, crit end category output port, CP Launch Type flop, Routed wire per std cell 12.2 µm, Sw Pwr 0.000324 W, die extent in y 80 µm, register share of total power 44.9%, Hold Crit Start next_ledr[9]$_DFFE_PN0P_, CP max-delay cell clkdlybuf4s50_1, CTS Sinks 11, tool warning count 25, internal power 0.000542 W, floorplan utilization 17.3%, Yosys reg bits 11, Gate power share 40.8%, Worst Path Buf+Inv 1, YS chip area 592 µm², Critical Path RT 1.92 ns, leakage 0.282 nW, reg2reg start directionLED$_DFFE_PN1P_, Final min period 1.74 ns, Synth Instances 56, clock-pin slew on the worst setup and hold paths 0.07 ns, gr ovfl total 0, DRC errors left 0, FMAX 575 MHz, worst-path cell chain clkdlybuf4s50_1, worst setup path class flop to output port, gr usage total 4.58%, full die area 6400 µm², depth of the worst register-to-register path 3, Worst Skew 0.00218 ns, Crit path max-delay family buffers and inverters, PwrDens 1150 nW/µm², vias in the first global route 481, Vias 475, Inst Count DP 109, Pre-antenna DRT Iters 4, vias per cell 4.20, RSZ-0062 raised after global routing no, YS warnings 1, clock root buffer clkbuf_4, R2R Setup Slk 0.82 ns, non-filler cells, final 113, FP Rows 21, Hold Crit Depth 1
-- stage by stage --
| step | utilization (%) | worst slack [ns] | power, W | instance area (µm²) | hold WS [ns] |
|---|---|---|---|---|---|
| 2_1_floorplan | - | 1.05 | 0.000626 | 592 | 0.184 |
| 3_3_place_gp | 21.3 | 0.656 | 0.000753 | 727 | 0.505 |
| 3_5_place_dp | 21.3 | 0.648 | 0.000752 | 727 | 0.509 |
| 4_1_cts | 22.1 | 0.633 | 0.000882 | 753 | 0.519 |
| 5_1_grt | 22.1 | 0.577 | 0.000947 | 753 | 0.551 |
| 6_report | 22.1 | 0.662 | 0.000866 | 753 | 0.526 |
-- power groups by stage --
stage	sequential, W	combinational [W]	clock (W)
4_1_cts	0.000389	0.000362	0.000131
6_report	0.000389	0.000354	0.000124
5_1_grt	0.000410	0.000398	0.000139
-- final cells by class --
cell class                      instances  area share [%]
Multi-Input combinational cell         40            36.2
Clock buffer                            4            3.49
Sequential cell                        11            36.7
Tap cell                               46            7.64
Timing Repair Buffer                   12            15.9
-- state kept, by name, summed over array words and instances, names as in the netlist --
signal / cells
next_ledr: 10
directionLED: 1
-- cell usage after synthesis --
| cell type | n | area (µm²) |
|---|---|---|
| a31oi_1 | 10 | 62.6 |
| dfstp_2 | 1 | 26.3 |
| buf_2 | 1 | 5.00 |
| nand2b_4 | 1 | 13.8 |
| buf_6 | 3 | 33.8 |
| mux2i_1 | 7 | 70.1 |
| nand4_1 | 1 | 6.26 |
| nand2b_1 | 1 | 6.26 |
| clkbuf_1 | 1 | 3.75 |
| nor2_1 | 1 | 3.75 |
| dfrtp_1 | 10 | 250 |
| o21a_1 | 1 | 7.51 |
| a21oi_1 | 10 | 50.1 |
| nand4b_1 | 2 | 17.5 |
| and3_4 | 1 | 11.3 |
| nor4_1 | 2 | 12.5 |
| nand2_1 | 3 | 11.3 |
-- logic make-up after synthesis --
logic type / share of synthesized area (%)
compound gates: 20.3
simple gates: 14.0
flops: 46.7
buf+inv: 7.19
mux: 11.8
-- layer usage --
layer / part of all wire (%) / up-vias / GRT usage, %
met5: 0 / - / 0
met3: 7.8 / 2 / 2.16
met4: 1.3 / 0 / 1.23
met1: 46 / 226 / 5.99
li1: - / 238 / -
met2: 45 / 9 / 6.58
-- worst max-delay path by stage --
stage	from	end	slack (ns)	cells after the start
4_1_cts	next_ledr[0]$_DFFE_PN0P_	ledr[0]	0.63	1
6_report	next_ledr[0]$_DFFE_PN0P_	ledr[0]	0.66	1
5_1_grt	next_ledr[0]$_DFFE_PN0P_	ledr[0]	0.58	1
No activity file was given, so power comes from the tool's default toggle rates.
